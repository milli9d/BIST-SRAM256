==> /design/flow/design.v <==
`timescale 1ns / 1ps
module SRAM(dat_in,addr_in,w_en,clk,read_d);
    input wire [3:0] dat_in;
    input wire [7:0] addr_in;
    input wire w_en, clk;
    output wire [3:0] read_d;
reg [3:0] ram[255:0] ;
reg [7:0] addr_reg = 8'b00000000;
reg [3:0] read_d_r = 4'b0000;
always @ (posedge clk)
begin
    if (w_en)begin
        ram[addr_in] = dat_in;
        addr_reg = addr_in;
        end
     else begin
        addr_reg = addr_in;
     end 
    read_d_r = ram[addr_reg];
    end
    assign read_d = read_d_r;
endmodule
==> /design/flow/run.sh <==
#!/bin/bash
# OpenROAD 26Q1-2900-gdf79404cd8, Yosys 0.63+post, stock flow scripts
make -C /OpenROAD-flow-scripts/flow DESIGN_CONFIG=/design/flow/config.mk WORK_HOME=/design/flow/orfs finish
==> /design/flow/config.mk <==
export PLATFORM = sky130hd
export DESIGN_NAME = SRAM
export DESIGN_NICKNAME = SRAM
export VERILOG_FILES = /design/flow/design.v
export SDC_FILE = /design/flow/constraint.sdc
export NUM_CORES = 4
export LEC_CHECK = 1
export CORE_UTILIZATION = 30
==> /design/flow/constraint.sdc <==
current_design SRAM

set clk_period 16.1
set clk_io_pct 0.2

create_clock -name clk0 -period $clk_period [get_ports {clk}]

set non_clock_inputs [all_inputs -no_clocks]
set_input_delay [expr $clk_period * $clk_io_pct] -clock clk0 $non_clock_inputs
set_output_delay [expr $clk_period * $clk_io_pct] -clock clk0 [all_outputs]
==> impl_metrics.tcl <==
# flow metrics
set metrics [dict create \
    hold_viol 0 \
    maxCapViolations 0 \
    tns_ps 0 \
    cts_hold_buf 0 \
    finalSetupViolCount 0 \
    ios 18 \
    crit_chain "buf_4, buf_4, o211ai_1, buf_4, buf_4, a21oi_1, nor2_1, nand3_1, mux2_2, a32oi_1, o2111ai_1, nor4b_1, o2111ai_1, nor4bb_1, a31oi_1" \
    setup_slack_ps 6020 \
    syn_avg_cell_area_sq_um 9.44 \
    ys_ff 1028 \
    die_h_um 403 \
    stdcell_count 7551 \
    drive_gt1_share_pct 29.3 \
    syn2layout_area_growth_pct 19.0 \
    cts_buffers 115 \
    die_width_um 403 \
    seq_area_sq_um 20600 \
    wirelength_um 359000 \
    cp-start-kind "primary input" \
    power_mw 8.13 \
    dp_hpwl_um 266000 \
    openroad.warnings 30 \
    grt_pass1_wl_um 460000 \
    ys_cells 5114 \
    fillers 16006 \
    ant_nets 0 \
    clk_path_buf_depth 3 \
    run_status "finished, violations left" \
    placed_area_sq_um 53200 \
    cp_top_family "simple AND/OR/NAND/NOR gates" \
    postSynthSeqShare_pct 42.6 \
    cts_tree "done" \
    clockRootBuffer "clkbuf_16" \
    die_area_sq_um 163000 \
    vias 49618 \
    end_kind "register" \
    path_class "primary input to register" \
    routed_via_density 6.57 \
    flop_cell "dfxtp_1" \
    grt_pass1_vias 45461 \
    worstMarginPinSlew_ps 1480 \
    drtIter0Drc 6531 \
    lay_top_cells "dfxtp_1 (1028), mux2_2 (781), nand2_1 (508)" \
    finish.utilization_pct 36.1 \
    drcViolationCount 0 \
    drt_pass1_iterations 8 \
    p_per_area_nw_per_um2 141 \
    clk_pin_slew_worst_paths_ps 70 \
    antenna_found_initial 56 \
    reg2reg_slack_ps 12300 \
    arrival_ps 10760 \
    min_period_over_period_pct 62.6 \
    path_common_cell "buf_4" \
    max_stage_delay_ps 1180 \
    wire_per_inst_um 47.6 \
    gr-total-overflow 0 \
    cts_setup_buffers 0 \
    numPortBuffers 17 \
    edf_count 0 \
    ir_drop_mv 0.0891 \
    coreArea_sq_um 159000 \
    fin_area_sq_um 57500 \
    required_ps 16790 \
    track_usage_pct 44.5 \
    fin_skew_ps 89.0 \
    ff2ff_path_depth 7 \
    hold_depth 2 \
    hold_path_class "register to register" \
    synthCells 5114 \
    row_count 146 \
    netlist_area_sq_um 48300 \
    p_leak_nw 21.8 \
    slew_headroom_pct -0.245 \
    place_congestion 1.15 \
    ys_chip_area_sq_um 48300 \
    htree_levels 3 \
    layout_top_cell "dfxtp_1" \
    dp.cells 7306 \
    violations "slew limit" \
    synth_cell_types 105 \
    max_freq_mhz 99.2 \
    timing.hold.ws_ps 448 \
    grt_setup_unrepaired "no" \
    clk_latency_ps 830 \
    post_cts_resized 0 \
    pre_cts_ws_ps 6040 \
    finalMaxSlewViolations 1 \
    crit_fanout 32 \
    crit_cells 15 \
    async_flop_share_pct 0 \
    grt_max_degree 108 \
    crit_slowest_cell "nor4b_1" \
    logic_area_sq_um 26200 \
    synth_warnings 2 \
    period_needed_ps 10080 \
    cp_num_buf_inv 4 \
    clock_sinks 1028 \
    fp-utilization_pct 30.4 \
]
-- flip-flops by register name, summed over array words and instances (netlist names) --
name and cells:
ram 1024, read_d_r 4
-- where the power goes --
part           internal (mW)  switching, mW  total [mW]
registers               3.28          0.191        3.47
clock network           1.72           1.20        2.91
logic                  0.672           1.07        1.74
-- cell families (layout without fill, tap and decap cells) --
| kind of cell | Yosys count | count (layout) | synth area share (%) |
|---|---|---|---|
| flip-flops | 1028 | 1028 | 42.6 |
| adder cells (fa/ha/maj) | 2 | 2 | 0.0414 |
| buffers and inverters | 478 | 737 | 3.96 |
| other | 0 | 32 | 0 |
| AND-OR/OR-AND | 1239 | 1239 | 18.2 |
| AND/OR/NAND/NOR | 1535 | 1535 | 15.9 |
| multiplexers | 826 | 826 | 19.1 |
| XOR/XNOR | 6 | 6 | 0.109 |
-- tightest hold or removal path: cells and delay by family (launching register included) --
kind,cells,cell delay (ps)
compound gates,1,70
buf+inv,1,50
flops,1,310
-- final timing paths --
path                     from           to
hold reg to reg   ram[245][3]  ram[245][3]
setup reg to reg   ram[90][1]  read_d_r[1]
hold / removal    ram[245][3]  ram[245][3]
setup / recovery   addr_in[0]  read_d_r[1]
-- per-layer routing --
metal | part of all wire (%) | vias up | global-route usage (%)
met5 | 0.26 | - | 2.05
met4 | 9.7 | 54 | 33.7
met3 | 15 | 1239 | 24.7
met2 | 38 | 3879 | 57.4
met1 | 37 | 24907 | 54.8
li1 | - | 19539 | -
-- final cells by class --
type / count / area share, %
Multi-Input combinational cell: 3608 / 45.6
Sequential cell: 1028 / 35.8
Timing Repair Buffer: 468 / 6.20
Clock buffer: 161 / 5.86
Tap cell: 2146 / 4.67
Clock inverter: 51 / 1.35
Inverter: 57 / 0.376
Antenna cell: 32 / 0.139
-- synthesized netlist by cell type (33+ instances only) --
library cell	n	area, sq um
dfxtp_1	1028	20600
mux2_2	781	8790
nand2_1	509	1910
nor2_1	343	1290
o21ai_0	332	1660
clkbuf_1	326	1220
a21oi_1	142	711
nand3_1	135	676
a22oi_1	108	811
nand4_1	98	613
nor3_1	89	445
a22o_1	64	561
a211oi_1	55	413
nor4_1	55	344
a32oi_1	54	473
inv_1	54	203
buf_2	53	265
a32o_1	50	500
mux2i_1	45	450
a221oi_1	44	385
and3_1	38	238
a31oi_1	36	225
o211ai_1	35	263
a2111oi_0	33	289
Power figures rest on the tool's default switching activity, not on a simulated workload.
