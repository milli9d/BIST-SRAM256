### ./run.sh
#!/bin/bash
# OpenROAD 26Q1-2900-gdf79404cd8, Yosys 0.63+post, stock flow scripts
make -C /OpenROAD-flow-scripts/flow DESIGN_CONFIG=/design/flow/config.mk WORK_HOME=/design/flow/orfs finish
### ./config.mk
export PLATFORM = sky130hd
export DESIGN_NAME = control
export DESIGN_NICKNAME = control
export VERILOG_FILES = /design/flow/design.v
export SDC_FILE = /design/flow/constraint.sdc
export NUM_CORES = 4
export LEC_CHECK = 1
export CORE_AREA = 10 10 70 70
export DIE_AREA = 0 0 80 80
### ./constraint.sdc
current_design control

set clk_period 2.2
set clk_io_pct 0.2

create_clock -name clk0 -period $clk_period [get_ports {clk}]

set non_clock_inputs [all_inputs -no_clocks]
set_input_delay [expr $clk_period * $clk_io_pct] -clock clk0 $non_clock_inputs
set_output_delay [expr $clk_period * $clk_io_pct] -clock clk0 [all_outputs]
### ./design.v
`timescale 1ns / 1ps
module control(
    input [3:0] select,
    input clk,rst_done,
    output bg0,c1,mar_c,mar_lr,rev_out,bln_out
    );
reg bg0_sig = 0;
reg c1_sig,mar_c_sig,mar_lr_sig,rev_c1_sig,bln_out_sig = 0;
reg rst_sig =0;
always @(posedge clk ) 
begin
case (select)
        1 :begin     
               bg0_sig = 1;
           end
        2 :begin     
               bln_out_sig = 1;
               bg0_sig = 1;
           end
        3 :begin     
               c1_sig =1;
           end
        4 :begin     
               c1_sig =1;
               rev_c1_sig =1;
           end 
        5 :begin     
               mar_c_sig = 1;
           end 
        6 :begin     
               mar_lr_sig = 1;
           end                        
  default :begin
               bg0_sig = 0;
               c1_sig =0;
               rev_c1_sig =0;
               bln_out_sig = 0;
               mar_c_sig = 0;
               mar_lr_sig =0;
           end
 endcase
 if(rst_done)
begin
               bg0_sig = 0;
               c1_sig =0;
               rev_c1_sig =0;
               bln_out_sig = 0;
               mar_c_sig = 0;
               mar_lr_sig =0;
end 
 end 
assign bg0 = bg0_sig;
assign c1 = c1_sig;
assign mar_c = mar_c_sig;
assign mar_lr = mar_lr_sig;
assign rev_out = rev_c1_sig ;
assign bln_out =bln_out_sig;
assign rst = rst_sig;           
endmodule        
==> flow_summary_export.csv <==
group,metric,value,unit
status,run_status,"finished, final reports clean",
final_timing,rsz0062_at_grt,"no",
synthesis,ys_area,235.2,sq um
clock_tree,cts_sinks,6,
clock_tree,clock.latency.late_pin,240,ps
pwr,power_density,598.4,nW/um^2
pwr,p_sw,0.05460,mW
pwr,ir_worst_vdd,0.1369,mV
pwr,p_leak,0.1456,nW
final_timing,skew,0,ps
grt,grt_first_pass_wirelength,1055,um
clock_tree,htreeDepth,1,
layout,num-fill-cells,401,
grt,grtUsageMet1,2.806,%
critical_path,cp_cell_sequence,"clkdlybuf4s50_1 -> and3_1 -> or4_4 -> nor2_1",
synthesis,synth_cell_types,10,
synthesis,yosysTopAreaCell,"dfxtp_1",
synthesis,syn_area,235.2,sq um
clock_tree,tritoncts,"done",
final_timing,maxSlewHeadroom,83.58,%
die,io_pins,12,
clock_tree,cts_max_path_buffers,2,
pwr,clockPowerShare,40.3,%
die,die_x,80,um
synthesis,yosysTopAreaCellShare,51.06,%
grt,grt_pass1_vias,206,
die,dieHeight,80,um
grt,grt_max_degree,9,
critical_path,crit_family,"simple AND/OR/NAND/NOR gates",
final_timing,hold_viol_final,0,
critical_path,crit_path_start,"select[2]",
pwr,p_sw_share,21.84,%
detailed_routing,ant_nets,0,
hold_path,hold_class,"reg -> reg",
critical_path,ff2ff_setup_slack,1430,ps
critical_path,worst_setup_path_endpoint,"mar_c_sig$_SDFFE_PP0N_",
detailed_routing,drt_wl_total,692,um
critical_path,cp_slowest_cell,"clkdlybuf4s50_1",
detailed_routing,via_per_inst,2.616,
critical_path,crit_path_end_kind,"register",
run,warnings,25,
synthesis,yosys_cells,27,
detailed_routing,num_vias,225,
layout,drive_above_1_share,12.50,%
critical_path,path_buffers,1,
final_timing,final_max_slew_viol_count,0,
layout,comb_area,107.6,sq um
synthesis,top_cells_by_area,"dfxtp_1, nor2_1, a21oi_1",
layout,syn2layout_area_growth,77.66,%
clock_tree,cts.repair.resized,0,
critical_path,startpoint_type,"input port",
grt,busiest_layer,"met3",
final_timing,setup_tns,0,ps
pwr,pwr-share-comb,13.7,%
placed_design,gp_congestion,0.7842,
grt,use_met3,3.636,%
die,core,3416,sq um
clock_tree,cts_buffers,3,
critical_path,critical_path_depth,4,
placed_design,hpwlAfterDp,563.4,um
critical_path,crit_type,"in -> reg",
final_timing,fmax,0.6229,GHz
grt,antenna_found_initial,0,
final_timing,worst_pin_slew,246.2,ps
detailed_routing,drt_pass1_iterations,4,
grt,grt_usage,2.320,%
run,cap_viol_max_count,0,
clock_tree,cts-root-buf,"clkbuf_4",
pwr,seqPwrFrac,46.0,%
pwr,intPower,0.1955,mW
critical_path,crit_required,2380,ps
clock_tree,cts_setup_buffers,0,
placed_design,place_area,395.4,sq um
synthesis,yosysSeqAreaShare,51.06,%
critical_path,slowest_delay,520,ps
synthesis,synth_warnings,2,
detailed_routing,drc,0,
synthesis,ys_ff,6,
detailed_routing,drtIter0Drc,14,
die,initCoreUtil,6.886,%
clock_tree,clkTransAtPathRegs,40,ps
layout,seqCellArea,120.1,sq um
final_timing,period_needed,1605,ps
detailed_routing,antennaDiodeCount,0,
die,row_count,21,
synthesis,syn_inst,27,
grt,grt_overflow_total,0,
layout,stdcell_area,417.9,sq um
layout,finalCoreUtilization,12.23,%
detailed_routing,avgRoutedWirePerCell,8.047,um
critical_path,r2r_end,"c1_sig$_SDFFE_PP0N_",
critical_path,crit_arrival,1780,ps
final_timing,period_used_share,72.97,%
final_timing,setup_viol,0,
grt,use_met2,2.087,%
clock_tree,hold_buffers,0,
critical_path,rr_worst_depth,2,
die,chipArea,6400,sq um
critical_path,path_max_fanout,8,
critical_path,crit-reg2reg-launch,"c1_sig$_SDFFE_PP0N_",
synthesis,synth.avg_cell_area,8.712,sq um
placed_design,portBuffers,11,
worst min-delay path by stage:
| stage | startpoint | endpoint | slack, ps | cells after the start |
|---|---|---|---|---|
| 5_1_grt | rev_c1_sig$_SDFFE_PP0N_ | rev_c1_sig$_SDFFE_PP0N_ | 510 | 2 |
| 6_report | rev_c1_sig$_SDFFE_PP0N_ | rev_c1_sig$_SDFFE_PP0N_ | 480 | 2 |
| 4_1_cts | rev_c1_sig$_SDFFE_PP0N_ | rev_c1_sig$_SDFFE_PP0N_ | 480 | 2 |
power groups by stage:
stage / Clock [mW] / Combinational (mW) / Sequential (mW)
final: 0.101 / 0.0342 / 0.115
after global routing: 0.113 / 0.0381 / 0.115
after CTS: 0.104 / 0.0344 / 0.115
cell usage in the layout, fill, tap and decap left out:
cell type	netlist	layout
a21oi_1	3	3
xor2_1	1	1
a221oi_1	1	1
and3_1	1	1
clkbuf_4	0	3
dfxtp_1	6	6
clkdlybuf4s50_1	0	11
nor2_1	10	10
nor3_1	2	2
or4_4	1	1
and3b_2	1	1
cells by family (layout without fill, tap and decap cells):
kind of cell    Yosys count  after routing  share of synthesized area [%]
buf+inv                   1             14                          3.193
xor+xnor                  1              1                          3.724
simple gates             15             15                          31.92
flops                     6              6                          51.07
compound gates            4              4                          10.11
tightest hold or removal path: stages, from the launching register on:
cell and delay, ps:
dfxtp_1 320, nor2_1 50, nor2_1 70
synth_stat cells:
master,number
a21oi_1,3
a221oi_1,1
and3_1,1
and3b_2,1
buf_4,1
dfxtp_1,6
nor2_1,10
nor3_1,2
or4_4,1
xor2_1,1
through the flow:
step,power (mW),setup slack (ps),cells,hold WS (ps)
2_1_floorplan,0.1304,875.0,27,413.0
3_3_place_gp,0.1507,383.3,83,462.8
3_5_place_dp,0.1510,351.6,83,464.4
4_1_cts,0.2530,606.6,86,476.1
5_1_grt,0.2662,538.1,86,509.2
6_report,0.2501,594.6,86,479.9
registers in the layout, summed over array words and instances, names as in the netlist:
name,cells
c1_sig,1
mar_c_sig,1
mar_lr_sig,1
bg0_sig,1
rev_c1_sig,1
bln_out_sig,1
routing by layer:
metal,part of all wire (%),vias up
met2,26,14
met4,0,0
met3,28,0
met1,45,91
li1,-,120
met5,0,-
area by class of cell:
type | instances | share of cell area [%]
clock buffer | 3 | 5.389
multi-input combinational | 20 | 25.75
sequential | 6 | 28.74
tap | 46 | 13.77
timing repair buffer | 11 | 26.35
Power and IR drop assume default switching activity.
